`./design.v`:
```
`default_nettype none
module apb_slave #(
	parameter MEMORY_LENGTH = 8
)(
	input 	wire 	[0:0]	i_clk,       
	input 	wire 	[0:0]	i_reset_n,   
	input 	wire 	[31:0] 	PADDR,  	 
	input 	wire 	[0:0]	PWRITE,    	 
	input 	wire 	[31:0] 	PWDATA, 	 
	input 	wire 	[0:0]	PSELx,       
	input 	wire 	[0:0]	PENABLE,   	 
	output 	reg 	[31:0] 	PRDATA, 	 
	output 	reg 	[0:0]	PREADY,      
	output 	reg 	[0:0]	PSLVERR      
  );
	reg [31:0] reg_file_0;
	reg [31:0] reg_file_1;
	reg [31:0] reg_file_2;
	reg [31:0] reg_file_3;
	reg [31:0] reg_file_4;
	reg [31:0] reg_file_5;
	reg [31:0] reg_file_6;
	reg [31:0] reg_file_7;
	initial reg_file_0 = 'h0;
	initial reg_file_1 = 'h0;
	initial reg_file_2 = 'h0;
	initial reg_file_3 = 'h0;
	initial reg_file_4 = 'h0;
	initial reg_file_5 = 'h0;
	initial reg_file_6 = 'h0;
	initial reg_file_7 = 'h0;
	wire [2:0] reg_file_addr = PADDR[2:0];
    localparam IDLE = 0;
    localparam SETUP = 1;
    localparam ACCESS = 2;
    reg [1:0] state;
	wire address_is_valid = (PADDR < MEMORY_LENGTH);
	initial begin
	  state = IDLE;
	  PRDATA = 32'h0;
	  PREADY = 1'b0;
	  PSLVERR = 1'b0;
	end
	always @(posedge i_clk) begin
	  if (!i_reset_n) begin
		state <= IDLE;
		PRDATA <= 32'h0;
		PREADY <= 1'b0;
		PSLVERR <= 1'b0;
		reg_file_0 <= 'h0;
		reg_file_1 <= 'h0;
		reg_file_2 <= 'h0;
		reg_file_3 <= 'h0;
		reg_file_4 <= 'h0;
		reg_file_5 <= 'h0;
		reg_file_6 <= 'h0;
		reg_file_7 <= 'h0;
	  end else begin
		case (state)
		  IDLE: begin
			if (PSELx) begin
			  state <= SETUP;
			end
		  end
		  SETUP: begin
			if (PENABLE) begin
			  state <= ACCESS;
			end
		  end
		  ACCESS: begin
			if (PWRITE) begin
			  if(address_is_valid) begin
				case(reg_file_addr)
				0: reg_file_0 <= PWDATA;
				1: reg_file_1 <= PWDATA;
				2: reg_file_2 <= PWDATA;
				3: reg_file_3 <= PWDATA;
				4: reg_file_4 <= PWDATA;
				5: reg_file_5 <= PWDATA;
				6: reg_file_6 <= PWDATA;
				7: reg_file_7 <= PWDATA;
				default: ;
				endcase
			  	PSLVERR <= 1'b0;    
			  end else
				PSLVERR <= 1'b1;            
			end else begin
			  if(address_is_valid) begin
				case(reg_file_addr)
				0: PRDATA <= reg_file_0;
				1: PRDATA <= reg_file_1;
				2: PRDATA <= reg_file_2;
				3: PRDATA <= reg_file_3;
				4: PRDATA <= reg_file_4;
				5: PRDATA <= reg_file_5;
				6: PRDATA <= reg_file_6;
				7: PRDATA <= reg_file_7;
				default: ;
				endcase
			  	PSLVERR <= 1'b0;               
			  end else
				PSLVERR <= 1'b1;               
			end
			PREADY <= 1'b1;  
			state <= IDLE;   
		  end
		  default: ;
		endcase
	  end
	end
endmodule
```
`./config.mk`:
```
export PLATFORM = sky130hd
export DESIGN_NAME = apb_slave
export DESIGN_NICKNAME = apb_slave
export VERILOG_FILES = /design/flow/design.v
export SDC_FILE = /design/flow/constraint.sdc
export NUM_CORES = 4
export LEC_CHECK = 1
export CORE_UTILIZATION = 50
```
`./run.sh`:
```
#!/bin/bash
# OpenROAD 26Q1-2900-gdf79404cd8, Yosys 0.63+post, stock flow scripts
make -C /OpenROAD-flow-scripts/flow DESIGN_CONFIG=/design/flow/config.mk WORK_HOME=/design/flow/orfs finish
```
`./constraint.sdc`:
```
current_design apb_slave

set clk_period 6.4
set clk_io_pct 0.2

create_clock -name clk0 -period $clk_period [get_ports {i_clk}]

set non_clock_inputs [all_inputs -no_clocks]
set_input_delay [expr $clk_period * $clk_io_pct] -clock clk0 $non_clock_inputs
set_output_delay [expr $clk_period * $clk_io_pct] -clock clk0 [all_outputs]
```
==> summary.rpt <==
FLOW METRICS REPORT
----------------------------------------------------
[Synthesis]
  Top cell types by occurrence after synthesis ........................ 353 x mux2i_1, 324 x nand2_1, 292 x dfxtp_1, 96 x o22ai_1, 64 x clkbuf_1
  Average size of a mapped cell ........................ 9.72 um2
  Cell variety after synth ........................ 33
  Cell total in the yosys stat output ........................ 1,281
  Top-area cell share ........................ between 40% and 50%
  Commonest flop ........................ dfxtp_1
  Ys Warns ........................ 1
  Most repeated cell in the gate-level netlist after synthesis ........................ mux2i_1
  Mapped Cells ........................ ~1,300
  Most area-consuming cells after synthesis ........................ dfxtp_1 47%, mux2i_1 28%, nand2_1 9.8%, o22ai_1 4.8%, a221oi_1 2.3%
  Register bit total from synthesis ........................ 292
  Synthesis area per yosys ........................ 12,400 um2
  Yosys top cell by area ........................ dfxtp_1
  Cell area after synthesis ........................ roughly 12,000 um2
  Synth async-reset ratio ........................ 0%
  Post-synth tally of flip-flops with integrated enable ........................ 0
  Part of the Yosys area used for sequential elements ........................ between 40% and 50%

[Critical path]
  Worst-path fanout max ........................ 25
  Count of buffering cells on the critical path with inverters included ........................ 2
  R2R Path Start ........................ state[0]$_SDFFE_PN0P_
  Stage delay of the slowest cell on the critical path ........................ around 0.75 ns
  Kind of end point of the critical path ........................ flip-flop
  Family with the most delay on the worst path ........................ simple AND/OR/NAND/NOR gates
  Arrival time at the worst endpoint ........................ around 4.2 ns
  Required @ worst endpoint ........................ roughly 6.8 ns
  Critical path depth in cells ........................ 6
  Sequence of cells on the critical path ........................ clkdlybuf4s50_1 -> or4_4 -> or4_1 -> nor3_4 -> buf_12 -> mux2i_1
  Length in cells of the worst reg-to-reg path ........................ 7
  Cell at the slowest stage of the critical path ........................ or4_1
  Worst setup path category ........................ input port to flip-flop
  CP Launch Type ........................ input port
  Worst R2R Setup Slack ........................ between 3 and 4 ns
  Destination of the worst register-to-register timing path ........................ reg_file_2[18]$_SDFFE_PN0P_

[Clock network]
  Buffers inserted by post-CTS timing repair ........................ 0
  # resized after CTS ........................ 0
  CTS root buf ........................ clkbuf_16
  Clock Latency Late Sink ........................ 0.46 ns
  Number of buffers inserted by hold repair at cts ........................ 0
  Sinks on Clock Net ........................ between 200 and 300
  H-tree depth ........................ 1
  TritonCTS Buffers ........................ 31
  Bufs on Longest Clock Path ........................ 3
  CTS clk-pin slew, worst paths ........................ about 0.050 ns
  Clock tree from TritonCTS ........................ done

[Power]
  Share of total power in the clock network ........................ a little over two fifths
  Power per Cell Area ........................ 245 nW/um2
  Pint ........................ between 0.002 and 0.003 W
  Switching Power ........................ 0.000610 W
  Worst supply voltage drop on vdd ........................ approximately 0.18 mV
  Switching share of power ........................ between 10% and 20%
  Power share of the sequential group ........................ between 50% and 60%
  Leakage Power ........................ around 6.0 nW
  Portion of total power attributed to combinational logic ........................ 6.5%

[GRT]
  Global-route met1 utilization ........................ between 40% and 50%
  GRT Util Overall ........................ a little over a quarter
  GR Util met2 ........................ around two fifths
  Number of antenna violations at the first check in global routing ........................ 0
  Global route hottest layer ........................ met2
  Number of global-route vias before repair ........................ around 9,000
  Largest net degree at the start of global routing ........................ about 130
  Global-route wire length before repair ........................ approximately 50,000 um
  Grt ovf ........................ 0
  Met3 capacity usage during global routing ........................ under 10%

[Floorplan]
  Height of the die ........................ approximately 160 um
  Core region area ........................ roughly 24,000 um2
  Die span in x ........................ 160 um
  Row count ........................ roughly 57
  Floorplan-stage core utilization ........................ 51.0%
  Area of the die ........................ 25,500 um2
  Io pins ........................ roughly 100

[Route]
  Iteration-0 DRC count of the detailed router ........................ 648
  Via count ........................ 9,330
  Detailed-route DRC error count ........................ 0
  Drt via density ........................ ~5.5
  Detailed Routing Iterations Pass 1 ........................ 5
  Final ANT Viol Nets ........................ 0
  Routed length per instance ........................ roughly 19 um
  Wire length reported by the detailed router ........................ roughly 32,000 um
  Number of antenna cells inserted ........................ 0

[STA]
  Final count of hold timing violations ........................ 0
  FMAX ........................ ~260 MHz
  Summed negative setup slack over all endpoints ........................ 0 ns
  Setup repair after global routing missed its margin ........................ no
  Worst clock skew ........................ around 0.00078 ns
  Slew Limit Fails ........................ 0
  Share of the clock period used by the worst path after layout ........................ between 50% and 60%
  Slew margin rel. ........................ 42.7%
  Final Critical Period ........................ 3.80 ns
  Worst-Margin Slew ........................ roughly 0.86 ns
  Final setup violation count ........................ 0

[Placement]
  Weighted congestion at the end of routability-driven global placement ........................ 0.762
  Cell count after placement ........................ between 1,500 and 2,000
  Port buffer count ........................ between 100 and 150
  HPWL after DPL ........................ ~18,000 um

[Finish]
  Fillcell total ........................ around 2,000
  Final std cells w/o fill ........................ around 1,700
  Area delta synth->final ........................ 18.1%
  Share of post-route cells with drive strength above 1 ........................ under 10%

[Run status]
  Outcome ........................ complete, no violations

[Worst hold path]
  Number of cells on the worst hold path ........................ 2
  Type of the most critical hold path ........................ flip-flop to flip-flop
  Hold Crit Endpoint ........................ reg_file_4[25]$_SDFFE_PN0P_
  Start point of the worst hold path ........................ reg_file_4[25]$_SDFFE_PN0P_

[Job]
  Number of warning messages in the logs ........................ 400
  Number of maximum-capacitance violations ........................ 0

----------------------------------------------------
## cell families after synthesis
group,count (synthesis),synth area share (%)
AND/OR/NAND/NOR,361,12.1
multiplexers,353,28.4
flip-flops,292,47.0
buffers and inverters,138,4.74
AND-OR/OR-AND,132,7.29
adder cells (fa/ha/maj),5,0.503
## worst min-delay path, cell delays in order (launching register included)
cell and delay (ns):
dfxtp_1 0.30, nand2_1 0.05, mux2i_1 0.05
## power by group through the flow
stage | combinational [W] | clock (W) | sequential [W]
after CTS | 0.000233 | 0.00184 | 0.00183
after global routing | 0.000253 | 0.00192 | 0.00183
final | 0.000233 | 0.00153 | 0.00184
## registers in the layout, indices dropped and copies added, names as in the netlist
| register | flops |
|---|---|
| reg_file_3 | 32 |
| reg_file_0 | 32 |
| reg_file_4 | 32 |
| state | 2 |
| reg_file_2 | 32 |
| PRDATA | 32 |
| reg_file_7 | 32 |
| PSLVERR | 1 |
| reg_file_6 | 32 |
| reg_file_5 | 32 |
| PREADY | 1 |
| reg_file_1 | 32 |
## placed cells by master (no fill, tap or decap), types with 2 or more instances in the layout
cell type        instances
clkdlybuf4s50_1         98
nor4_1                   5
bufinv_16                3
clkinv_2                 6
nand2_1                324
o22ai_1                 96
nor4_4                   2
a221oi_1                33
nor3_4                   3
mux2i_1                353
or4_1                    3
nand2b_1                 2
clkbuf_8                 6
buf_4                   27
buf_12                   2
clkbuf_16               31
ha_1                     5
clkbuf_1                 9
nand4_1                  3
nor2b_1                  3
dfxtp_1                292
nand3_2                  3
inv_1                   38
nor2_1                   4
## layer usage
metal  wire length, um  vias up
met5                 0        -
met4               578        0
met3              1120       49
met2             14900      160
met1             15200     4520
li1                  -     4601
## worst max path at each step
stage	from	to	slack, ns
4_1_cts	PADDR[30]	reg_file_2[7]$_SDFFE_PN0P_	2.70
5_1_grt	PADDR[30]	reg_file_2[3]$_SDFFE_PN0P_	2.58
6_report	PADDR[30]	reg_file_2[18]$_SDFFE_PN0P_	2.60
## stage by stage
stage / area, um2 / hold WS, ns / worst slack [ns] / util [%] / power, W
2_1_floorplan: 12400 / 0.411 / 3.07 / - / 0.00200
3_3_place_gp: 13700 / 0.441 / 2.16 / 56.1 / 0.00211
3_5_place_dp: 13700 / 0.446 / 2.11 / 56.1 / 0.00211
4_1_cts: 14700 / 0.456 / 2.70 / 60.3 / 0.00391
5_1_grt: 14700 / 0.468 / 2.58 / 60.3 / 0.00401
6_report: 14700 / 0.453 / 2.60 / 60.3 / 0.00361
## final cells by class
class	count	area, um2	share of cell area, %
Clock buffer	46	892	6.07
Timing Repair Buffer	129	1240	8.46
Sequential cell	292	5850	39.8
Inverter	38	143	0.970
Multi-Input combinational cell	851	6030	41.0
Tap cell	324	405	2.76
Clock inverter	11	138	0.936
Power figures rest on the tool's default switching activity, not on a simulated workload.
